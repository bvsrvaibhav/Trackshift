## ./design.v

```verilog
`timescale 1ns / 1ps
module NCO_Update_Mu #(
    parameter MU_WIDTH = 10,         
    parameter MU_FRAC  = 9
)(
    input  wire                      clk,
    input  wire                      rst,
    input  wire signed [15:0]        v_k_in,       
    output reg  [MU_WIDTH-1:0]       mu,           
    output reg                       underflow
);
    localparam signed [MU_WIDTH-1:0] HALF = 10'sd256;  
    localparam        [MU_WIDTH-1:0] ONE  = 10'd512;   
    wire signed [MU_WIDTH-1:0] v_k_scaled = v_k_in >>> (15 - MU_FRAC);   
    reg signed [MU_WIDTH:0] mu_sum;
    always @(posedge clk or posedge rst) begin
    if (rst) begin
        mu         <= 10'd154;   
        underflow  <= 1'b0;
        mu_sum     <= 0;
    end else begin
        mu_sum <= $signed({1'b0, mu}) + HALF + v_k_scaled;
        if (mu_sum >= ONE) begin
            mu        <= mu_sum - ONE;
            underflow <= 1'b1;
        end else begin
            mu        <= mu_sum[MU_WIDTH-1:0];
            underflow <= 1'b0;
        end
    end
end
endmodule
`timescale 1ns / 1ps
module Loop_Filter_PI #(
    parameter DATA_WIDTH   = 16,     
    parameter COEFF_WIDTH  = 16,     
    parameter ACC_WIDTH    = 32      
)(
    input  wire                         clk,
    input  wire                         rst,
    input  wire                         zs_valid,            
    input  wire signed [DATA_WIDTH-1:0] e_k_zs,              
    output reg  signed [DATA_WIDTH-1:0] v_k                  
);
    localparam signed [COEFF_WIDTH-1:0] K1 = 16'sh0020;   
    localparam signed [COEFF_WIDTH-1:0] K2 = 16'sh0004;   
    reg signed [ACC_WIDTH-1:0] integrator_accum;
    always @(posedge clk or posedge rst) begin
        if (rst) begin
            integrator_accum <= 0;
            v_k              <= 0;
        end else begin
            if (zs_valid) begin
                integrator_accum <= integrator_accum + (e_k_zs * K2);
                v_k <= ((e_k_zs * K1) + integrator_accum) >>> 15;
            end else begin
                v_k <= v_k;
            end
        end
    end
endmodule
`timescale 1ns / 1ps
module Piecewise_Parabolic_Interpolator #(  
    parameter DATA_WIDTH = 16,
    parameter MU_WIDTH   = 10,   
    parameter MU_FRAC    = 9
)(
    input  wire                         clk,
    input  wire                         rst,
    input  wire signed [DATA_WIDTH-1:0] I_in,
    input  wire signed [DATA_WIDTH-1:0] Q_in,
    input  wire signed [MU_WIDTH-1:0]   mu,   
    output reg  signed [DATA_WIDTH-1:0] I_interp,
    output reg  signed [DATA_WIDTH-1:0] Q_interp,
    output reg                          valid_out   
);
    localparam signed [15:0] ALPHA = 16'sh4000;   
    localparam signed [15:0] BETA  = 16'sh4000;   
    reg signed [DATA_WIDTH-1:0] I_reg [0:3];
    reg signed [DATA_WIDTH-1:0] Q_reg [0:3];
    reg [1:0] warmup_counter;
    integer i;
    always @(posedge clk or posedge rst) begin
        if (rst) begin
            for (i = 0; i < 4; i = i + 1) begin
                I_reg[i] <= 0;
                Q_reg[i] <= 0;
            end
            warmup_counter <= 0;
            valid_out <= 0;
        end else begin
            I_reg[0] <= I_reg[1];
            I_reg[1] <= I_reg[2];
            I_reg[2] <= I_reg[3];
            I_reg[3] <= I_in;
            Q_reg[0] <= Q_reg[1];
            Q_reg[1] <= Q_reg[2];
            Q_reg[2] <= Q_reg[3];
            Q_reg[3] <= Q_in;
            if (warmup_counter < 3)
                warmup_counter <= warmup_counter + 1;
            valid_out <= (warmup_counter >= 3);
        end
    end
    wire signed [15:0] mu_frac = mu;   
    wire signed [31:0] mu_sq   = (mu_frac * mu_frac) >>> MU_FRAC;   
    wire signed [31:0] p21_I = ((I_reg[2] - I_reg[0]) * ALPHA) >>> 15;
    wire signed [31:0] p22_I = ((I_reg[3] - I_reg[1]) * BETA)  >>> 15;
    wire signed [31:0] parab_I = (mu_sq * (p21_I + p22_I)) >>> MU_FRAC;
    wire signed [31:0] linear_I = ((mu_frac * (I_reg[2] - I_reg[1])) >>> (MU_FRAC + 1));
    wire signed [31:0] interp_sum_I = parab_I + linear_I + (I_reg[2] <<< 15);
    wire signed [31:0] p21_Q = ((Q_reg[2] - Q_reg[0]) * ALPHA) >>> 15;
    wire signed [31:0] p22_Q = ((Q_reg[3] - Q_reg[1]) * BETA)  >>> 15;
    wire signed [31:0] parab_Q = (mu_sq * (p21_Q + p22_Q)) >>> MU_FRAC;
    wire signed [31:0] linear_Q = ((mu_frac * (Q_reg[2] - Q_reg[1])) >>> (MU_FRAC + 1));
    wire signed [31:0] interp_sum_Q = parab_Q + linear_Q + (Q_reg[2] <<< 15);
    always @(posedge clk or posedge rst) begin
        if (rst) begin
            I_interp <= 0;
            Q_interp <= 0;
        end else begin
            I_interp <= interp_sum_I[30:15];
            Q_interp <= interp_sum_Q[30:15];
        end
    end
endmodule
`timescale 1ns / 1ps
module ZCTED #(
    parameter DATA_WIDTH = 16
)(
    input  wire                         clk,
    input  wire                         rst,
    input  wire                         valid_in,       
    input  wire signed [DATA_WIDTH-1:0] I_interp,       
    output reg  signed [DATA_WIDTH-1:0] e_k,            
    output reg                          zcted_valid     
);
    reg signed [DATA_WIDTH-1:0] I_d1, I_d2;
    wire signed [1:0] sgn_I_now = (I_interp > 0) ? 2'sd1 :
                                  (I_interp < 0) ? -2'sd1 : 2'sd0;
    wire signed [1:0] sgn_I_d2  = (I_d2 > 0) ? 2'sd1 :
                                  (I_d2 < 0) ? -2'sd1 : 2'sd0;
    wire signed [DATA_WIDTH-1:0] mult_error = I_d1 * (sgn_I_now - sgn_I_d2);
    reg [1:0] valid_count;
    always @(posedge clk or posedge rst) begin
        if (rst) begin
            I_d1         <= 0;
            I_d2         <= 0;
            e_k          <= 0;
            zcted_valid  <= 0;
            valid_count  <= 0;
        end else if (valid_in) begin
            I_d2 <= I_d1;
            I_d1 <= I_interp;
            e_k  <= mult_error;
            if (valid_count < 2)
                valid_count <= valid_count + 1;
            zcted_valid <= (valid_count >= 2);
        end
    end
endmodule
`timescale 1ns / 1ps
module QPSK_Symbol_Timing_Sync_Top #(
    parameter DATA_WIDTH   = 16,    
    parameter MU_WIDTH     = 10,    
    parameter MU_FRAC      = 9,
    parameter COEFF_WIDTH  = 16,    
    parameter ACC_WIDTH    = 32     
)(
    input  wire                         clk,
    input  wire                         rst,
    input  wire signed [DATA_WIDTH-1:0] I_in,
    input  wire signed [DATA_WIDTH-1:0] Q_in,
    output reg  signed [DATA_WIDTH-1:0] I_out,
    output reg  signed [DATA_WIDTH-1:0] Q_out,
    output reg                          valid_out   
);
    wire signed [DATA_WIDTH-1:0] I_interp, Q_interp;
    wire                          interp_valid;
    wire signed [DATA_WIDTH-1:0] e_k;
    wire                          zcted_valid;
    wire signed [DATA_WIDTH-1:0] e_k_zs;
    wire                          zs_valid;
    wire signed [15:0]           v_k;
    wire [MU_WIDTH-1:0]          mu;
    wire                          underflow;
    wire signed [DATA_WIDTH-1:0] I_interp_zcted = interp_valid ? I_interp : 0;
    wire signed [DATA_WIDTH-1:0] e_k_gated = (zcted_valid && underflow) ? e_k : 0;
    Piecewise_Parabolic_Interpolator #(
        .DATA_WIDTH(DATA_WIDTH),
        .MU_WIDTH(MU_WIDTH),
        .MU_FRAC(MU_FRAC)
    ) interpolator_inst (
        .clk(clk),
        .rst(rst),
        .I_in(I_in),
        .Q_in(Q_in),
        .mu(mu),
        .I_interp(I_interp),
        .Q_interp(Q_interp),
        .valid_out(interp_valid)
    );
    ZCTED #(
        .DATA_WIDTH(DATA_WIDTH)
    ) zcted_inst (
        .clk(clk),
        .rst(rst),
        .valid_in(interp_valid),
        .I_interp(I_interp_zcted),
        .e_k(e_k),
        .zcted_valid(zcted_valid)
    );
    Zero_Stuffer #(
        .DATA_WIDTH(DATA_WIDTH)
    ) zs_inst (
        .clk(clk),
        .rst(rst),
        .e_k(e_k_gated),
        .underflow(underflow),
        .e_k_zs(e_k_zs),
        .zs_valid(zs_valid)
    );
    Loop_Filter_PI #(
        .DATA_WIDTH(DATA_WIDTH),
        .COEFF_WIDTH(COEFF_WIDTH),
        .ACC_WIDTH(ACC_WIDTH)
    ) loop_filter_inst (
        .clk(clk),
        .rst(rst),
        .zs_valid(zs_valid),
        .e_k_zs(e_k_zs),
        .v_k(v_k)
    );
    NCO_Update_Mu #(
        .MU_WIDTH(MU_WIDTH),
        .MU_FRAC(MU_FRAC)
    ) nco_update_inst (
        .clk(clk),
        .rst(rst),
        .v_k_in(v_k),          
        .mu(mu),
        .underflow(underflow)
    );
reg signed [DATA_WIDTH-1:0] I_out_reg, Q_out_reg;
always @(posedge clk or posedge rst) begin
    if (rst) begin
        I_out_reg <= 0;
        Q_out_reg <= 0;
        valid_out <= 0;
    end else if (underflow) begin
        I_out_reg <= I_interp;
        Q_out_reg <= Q_interp;
        valid_out <= 1'b1;
    end else begin
        valid_out <= 1'b0;
    end
end
always @(*) begin
    I_out = I_out_reg;
    Q_out = Q_out_reg;
end
endmodule
`timescale 1ns / 1ps
module Zero_Stuffer #(
    parameter DATA_WIDTH = 16
)(
    input  wire                         clk,
    input  wire                         rst,
    input  wire signed [DATA_WIDTH-1:0] e_k,         
    input  wire                         underflow,   
    output reg  signed [DATA_WIDTH-1:0] e_k_zs,      
    output reg                          zs_valid     
);
    always @(posedge clk or posedge rst) begin
        if (rst) begin
            e_k_zs   <= 0;
            zs_valid <= 0;
        end else begin
            if (underflow) begin
                e_k_zs   <= e_k;
                zs_valid <= 1;
            end else begin
                e_k_zs   <= 0;
                zs_valid <= e_k_zs;
            end
        end
    end
endmodule
```

## ./run.sh

```bash
#!/bin/bash
# OpenROAD 26Q1-2900-gdf79404cd8, Yosys 0.63+post, stock flow scripts
make -C /OpenROAD-flow-scripts/flow DESIGN_CONFIG=/design/flow/config.mk WORK_HOME=/design/flow/orfs finish
```

## ./config.mk

```make
export PLATFORM = sky130hd
export DESIGN_NAME = QPSK_Symbol_Timing_Sync_Top
export DESIGN_NICKNAME = QPSK_Symbol_Timing_Sync_Top
export VERILOG_FILES = /design/flow/design.v
export SDC_FILE = /design/flow/constraint.sdc
export NUM_CORES = 4
export LEC_CHECK = 1
export CORE_UTILIZATION = 30
```

## ./constraint.sdc

```tcl
current_design QPSK_Symbol_Timing_Sync_Top

set clk_period 27.8
set clk_io_pct 0.2

create_clock -name clk0 -period $clk_period [get_ports {clk}]

set non_clock_inputs [all_inputs -no_clocks]
set_input_delay [expr $clk_period * $clk_io_pct] -clock clk0 $non_clock_inputs
set_output_delay [expr $clk_period * $clk_io_pct] -clock clk0 [all_outputs]
```

==> results_tabular.tex <==
% Generated from flow reports
\begin{tabular}{lr}
\hline
Metric & Value \\
\hline
\multicolumn{2}{l}{\textbf{Setup path}} \\
\quad Worst endpoint required time & 28.24 ns \\
\quad Worst setup path startpoint & nco\_update\_inst.mu[7]\$\_DFF\_PP1\_ \\
\quad Cell with the largest stage delay on the worst path & dfstp\_2 \\
\quad Worst reg2reg path depth & 57 \\
\quad Buffer-and-inverter tally for the worst setup path & 10 \\
\quad Most prevalent standard cell on the critical path & fa\_1 \\
\quad Reg2reg start & nco\_update\_inst.mu[7]\$\_DFF\_PP1\_ \\
\quad Reg-to-reg critical path endpoint & interpolator\_inst.Q\_interp[15]\$\_DFF\_PP0\_ \\
\quad Startpoint type of the worst setup path & register \\
\quad Critical path capture point type & register \\
\quad Top cell family by delay on the critical path & adder cells \\
\quad Worst Path Max Fanout & 30 \\
\quad Worst Path Arrival & 15.45 ns \\
\quad Setup CP Type & reg -> reg \\
\quad Slowest Stage Delay on Critical Path & 0.85 ns \\
\multicolumn{2}{l}{\textbf{Placed design}} \\
\quad I/O Buffers & 66 \\
\quad Detail Placement HPWL & 93740 um \\
\quad Placed cell area & 0.05337 sq mm \\
\quad Placer Congestion & 0.9509 \\
\multicolumn{2}{l}{\textbf{Finish}} \\
\quad Area of all placed cells without fillers & 0.05461 sq mm \\
\quad Ratio of cells with drive above 1 in the final layout & 5.835\% \\
\quad Area Overhead vs Synth & 9.460\% \\
\multicolumn{2}{l}{\textbf{Clock tree}} \\
\quad Maximum clock path buffer count & 3 \\
\quad Number of levels the H-tree was split into & 2 \\
\quad Root buffer cell & clkbuf\_16 \\
\quad Clock sink total & 325 \\
\quad CTS Buf Count & 37 \\
\quad Post-CTS setup buffer count & 0 \\
\quad Clock insertion delay at the later pin of the skew report & 0.57 ns \\
\quad Quantity of hold-fixing buffers added after cts & 0 \\
\quad Clock-pin slew reported for the worst setup and hold paths after clock tree synthesis & 0.06 ns \\
\quad CTS tree & built \\
\quad Post-cts sizing count & 0 \\
\multicolumn{2}{l}{\textbf{Detailed routing}} \\
\quad Via density & 4.766 \\
\quad Drt wl/cell & 15.38 um \\
\quad Remaining DRCs & 0 \\
\quad Detailed router's first-iteration violation count & 1937 \\
\quad Residual antenna-violating net count after detailed routing & 0 \\
\quad Routed vias & 36.16k \\
\quad 1st-pass router iterations & 26 \\
\quad Number of diodes & 0 \\
\quad Routed Wire Length & 116700 um \\
\multicolumn{2}{l}{\textbf{STA}} \\
\quad Final setup violation count & 0 \\
\quad Fin. max-slew vios & 0 \\
\quad Period utilisation layout & 53.98\% \\
\quad Final Hold Fails & 0 \\
\quad Post-route clock skew & 0.01703 ns \\
\quad Final setup TNS & 0 ns \\
\quad Relative slew slack & 37.89\% \\
\quad Unrepaired setup endpoints after global routing & no \\
\quad Highest attainable clock frequency & 66.64 MHz \\
\quad Clock period minus worst slack & 15.01 ns \\
\quad Worst slew pin tran & 0.9285 ns \\
\multicolumn{2}{l}{\textbf{Logic synthesis}} \\
\quad Post-synth EDFFs & 0 \\
\quad Post-Synth XOR/XNOR Area & 5.407\% \\
\quad Most frequent cell after synthesis & inv\_1 \\
\quad Synth Instances & 5335 \\
\quad Synthesized chip area reported by yosys & 0.04989 sq mm \\
\quad Proportion of register bits with asynchronous set or reset after synthesis & 100.0\% \\
\quad Dominant cells by area after synthesis & fa\_1 (30\%), dfrtp\_1 (16\%), ha\_1 (14\%) \\
\quad Post-Syn Area per Cell & 9.351 sq um \\
\quad Sequential element share of the synthesized area & 16.31\% \\
\quad Simple-gate share of the synthesized area & 13.52\% \\
\quad Post-synthesis share of cell area spent on and-or and or-and gates & 9.879\% \\
\quad Dominant cell area share & 29.57\% \\
\quad Main flop type & dfrtp\_1 \\
\quad Count of unique library cells instantiated by Yosys & 91 \\
\quad Dominant comb cell & adder cells \\
\quad Count of state elements after synthesis & 325 \\
\quad Mux cell area share after synthesis & 2.430\% \\
\quad Synth top cells by count & inv\_1 (987), fa\_1 (737), ha\_1 (566) \\
\quad Yosys cell count & 5335 \\
\quad Synth warn & 8 \\
\quad Adder-cell share of the synthesized area & 43.77\% \\
\quad Cell taking the most area after synthesis & fa\_1 \\
\quad Netlist Area Pre-Place & 0.04989 sq mm \\
\multicolumn{2}{l}{\textbf{Floorplanning}} \\
\quad Die Y & 409.8 um \\
\quad Die width & 409.8 um \\
\quad I/O pin count & 67 \\
\quad Share of the core filled by cells before placement & 30.24\% \\
\quad Row cnt & 149 \\
\quad Std-Cell Core Area & 0.1650 sq mm \\
\quad DIE AREA & 0.1679 sq mm \\
\multicolumn{2}{l}{\textbf{Global routing}} \\
\quad Number of global-route vias before repair & 37.26k \\
\quad GRT Total Usage & 14.96\% \\
\quad Total gr overflow & 0 \\
\quad Global-route wire length before repair & 196100 um \\
\quad Initial antenna violation count & 1 \\
\quad Largest net degree at the start of global routing & 91 \\
\multicolumn{2}{l}{\textbf{Flow run}} \\
\quad Tool warnings & 32 \\
\quad Max Cap Violations & 0 \\
\multicolumn{2}{l}{\textbf{Outcome}} \\
\quad Result of the run & complete, no violations \\
\multicolumn{2}{l}{\textbf{Worst hold path}} \\
\quad Worst hold-check path type & reg -> reg \\
\quad Hold\_sp & nco\_update\_inst.mu\_sum[0]\$\_DFF\_PP0\_ \\
\quad WHS Endpoint & nco\_update\_inst.mu[0]\$\_DFF\_PP0\_ \\
\quad Hold path depth & 0 \\
\hline
\end{tabular}
metrics by stage:
| stage | hold slack (ns) | utilization, % | cells | worst slack (ns) |
|---|---|---|---|---|
| 6_report | 0.3452 | 33.10 | 7587 | 12.79 |
| 5_1_grt | 0.3506 | 33.10 | 7587 | 11.60 |
| 4_1_cts | 0.3483 | 33.10 | 7587 | 12.80 |
| 3_5_place_dp | 0.3358 | 32.35 | 7519 | 12.87 |
| 3_3_place_gp | 0.3345 | 32.35 | 7519 | 12.99 |
| 2_1_floorplan | 0.3312 | - | 5335 | 13.25 |
cell usage in the layout (no fill, tap or decap), types with 76 or more instances in the layout:
cell / n
a21o_1: 83
a21oi_1: 190
and2_1: 131
buf_4: 80
dfrtp_1: 318
fa_1: 737
ha_1: 566
inv_1: 986
mux2_2: 101
nand2_1: 456
nand2b_1: 84
nand3_1: 85
nor2_1: 376
o21ai_0: 95
xnor2_1: 222
xor2_1: 76
logic make-up (layout without fill, tap and decap cells):
| group | count (synthesis) | after routing |
|---|---|---|
| multiplexers | 108 | 108 |
| XOR/XNOR | 308 | 308 |
| adder cells (fa/ha/maj) | 1303 | 1303 |
| flip-flops | 325 | 325 |
| AND-OR/OR-AND | 713 | 713 |
| buffers and inverters | 1144 | 1207 |
| AND/OR/NAND/NOR | 1434 | 1434 |
worst max-delay path by stage:
stage         cells past startpoint  slack [ns]                                        to
CTS                              57       12.80  interpolator_inst.Q_interp[15]$_DFF_PP0_
global route                     59       11.60  interpolator_inst.Q_interp[12]$_DFF_PP0_
finish                           57       12.79  interpolator_inst.Q_interp[15]$_DFF_PP0_
final cells by class:
| class | instances | area [sq um] |
|---|---|---|
| Sequential cell | 325 | 8142 |
| Clock inverter | 15 | 156.4 |
| Clock buffer | 53 | 1077 |
| Fill cell | 16560 | 110400 |
| Timing Repair Buffer | 146 | 1261 |
| Inverter | 993 | 3735 |
| Multi-Input combinational cell | 3866 | 37500 |
| Tap cell | 2189 | 2739 |
layer usage:
layer	wire length, um	track usage, %
met1	51310	21.19
met2	52610	22.71
met3	10790	5.731
met4	1956	2.110
met5	0	0
worst register-to-register path: cells and delay by family, from the launching register on:
family	cells	cell delay [ns]
fa+ha+maj	14	5.77
buf+inv	10	1.79
compound gates	24	5.24
xor+xnor	2	0.27
simple gates	7	1.01
flops	1	0.85
