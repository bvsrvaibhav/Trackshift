==> config.mk <==
export PLATFORM = sky130hd
export DESIGN_NAME = agc_top
export DESIGN_NICKNAME = agc_top
export VERILOG_FILES = /design/flow/design.v
export SDC_FILE = /design/flow/constraint.sdc
export NUM_CORES = 4
export LEC_CHECK = 1
export CORE_UTILIZATION = 50
==> constraint.sdc <==
current_design agc_top

set clk_period 26.2
set clk_io_pct 0.2

create_clock -name clk0 -period $clk_period [get_ports {clk}]

set non_clock_inputs [all_inputs -no_clocks]
set_input_delay [expr $clk_period * $clk_io_pct] -clock clk0 $non_clock_inputs
set_output_delay [expr $clk_period * $clk_io_pct] -clock clk0 [all_outputs]
==> design.v <==
`timescale 1ns / 1ps
module magnitude_calculator (
    input signed [15:0] z_i,        
    input signed [15:0] z_q,        
    output reg signed [15:0] magnitude  
);
    reg signed [15:0] abs_i, abs_q;
    reg signed [15:0] max_val, min_val;
    always @(*) begin   
        abs_i = (z_i[15]) ? -z_i : z_i;
        abs_q = (z_q[15]) ? -z_q : z_q;
        if (abs_i > abs_q) begin
            max_val = abs_i;
            min_val = abs_q;
        end else begin
            max_val = abs_q;
            min_val = abs_i;
        end
        magnitude = max_val + (min_val >>> 1);
    end
endmodule
`timescale 1ns / 1ps
module error_detector (
    input signed [15:0] target_R,      
    input signed [15:0] current_mag,   
    output reg signed [15:0] error     
);
    always @(*) begin  
        error = target_R - current_mag;
    end
endmodule
`timescale 1ns / 1ps
module loop_filter (
    input clk,
    input rst,
    input signed [15:0] error,          
    input signed [15:0] mu,             
    input signed [15:0] initial_gain,   
    output signed [15:0] gain          
);
    reg signed [15:0] gain_reg;
    wire signed [15:0] gain_update;
    wire signed [31:0] update_product = error * mu;
    assign gain_update = update_product >>> 8;
    always @(posedge clk or posedge rst) begin
        if (rst) begin
            gain_reg <= initial_gain;  
        end else begin
            gain_reg <= gain_reg + gain_update;
        end
    end
    assign gain = gain_reg;
endmodule
`timescale 1ns / 1ps
module agc_top (
    input clk,
    input rst,
    input signed [3:0] x_i_in,      
    input signed [3:0] x_q_in,      
    output signed [15:0] z_i_out,   
    output signed [15:0] z_q_out    
);
    localparam [15:0] TARGET_R     = 16'h0400; 
    localparam [15:0] MU           = 16'h001A;
    localparam [15:0] INITIAL_GAIN = 16'h0100;
    wire signed [15:0] gain;         
    wire signed [15:0] z_i_scaled;   
    wire signed [15:0] z_q_scaled;   
    wire signed [15:0] magnitude;    
    wire signed [15:0] error;        
    loop_filter u_loop_filter (
        .clk(clk),
        .rst(rst),
        .error(error),
        .mu(MU),
        .initial_gain(INITIAL_GAIN),
        .gain(gain) 
    );
    complex_multiplier u_multiplier (
        .x_i(x_i_in),
        .x_q(x_q_in),
        .gain(gain),
        .z_i(z_i_scaled),
        .z_q(z_q_scaled)
    );
    magnitude_calculator u_mag_calc (
        .z_i(z_i_scaled),
        .z_q(z_q_scaled),
        .magnitude(magnitude)
    );
    error_detector u_error_det (
        .target_R(TARGET_R),
        .current_mag(magnitude),
        .error(error)
    );
    assign z_i_out = z_i_scaled;
    assign z_q_out = z_q_scaled;
endmodule
`timescale 1ns / 1ps
module complex_multiplier (
    input  signed [3:0] x_i,        
    input  signed [3:0] x_q,        
    input  signed [15:0] gain,      
    output reg signed [15:0] z_i,   
    output reg signed [15:0] z_q    
);
    reg signed [31:0] z_i_product;
    reg signed [31:0] z_q_product;
    wire signed [15:0] x_i_fixed = {{12{x_i[3]}}, x_i} << 8;
    wire signed [15:0] x_q_fixed = {{12{x_q[3]}}, x_q} << 8;
    always @(*) begin
        z_i_product = x_i_fixed * gain;
        z_q_product = x_q_fixed * gain;
        z_i = z_i_product >>> 8;
        z_q = z_q_product >>> 8;
    end
endmodule
==> run.sh <==
#!/bin/bash
# OpenROAD 26Q1-2900-gdf79404cd8, Yosys 0.63+post, stock flow scripts
make -C /OpenROAD-flow-scripts/flow DESIGN_CONFIG=/design/flow/config.mk WORK_HOME=/design/flow/orfs finish
==> job_summary.md <==
### Metrics collected by this job

| Metric | Value |
|---|---|
| DRC violations left | 0 |
| # IOs | 42 |
| Worst path arrival time | 19.87 ns |
| XOR/XNOR share of the synthesized area | 10.6% |
| Slowest cell delay on critical path | 0.80 ns |
| Slowest-stage cell, CP | nor4b_1 |
| Clk slew on worst S/H paths | 0.05 ns |
| Synth cell types | 75 |
| Setup Buffers After CTS | 0 |
| Tool warnings | 27 |
| Fin. max-slew vios | 0 |
| Area delta synth->final | 8.72% |
| Dominant kind of combinational cell | adder cells |
| CTS tree | yes |
| Post-DRT Antenna Nets | 0 |
| Vias in the first global route | 6338 |
| Post-route setup TNS | 0 ns |
| Resized Gates After CTS | 0 |
| Initial antenna violation count | 0 |
| RD Place Congestion | 0.959 |
| R2R Path Start | u_loop_filter.gain_reg[1] |
| GRT Resource Usage Total | 24.6% |
| Cts hold-fix bufs | 0 |
| Clk sinks | 16 |
| Yosys reg bits | 16 |
| Mapped Area | 8190 um^2 |
| Yosys Instances | 976 |
| WL/cell | 15.3 um |
| Row count | 46 |
| Die Height | 130 um |
| Worst R2R End | u_loop_filter.gain_reg[15] |
| Worst Hold Depth | 2 |
| Critical Path Most Common Cell | ha_1 |
| Via count | 6555 |
| Unrepaired setup endpoints after global routing | false |
| Count of library flops with an enable pin | 0 |
| HP Class | flop to flop |
| Max Clock Skew | 0.00702 ns |
| Synth Area in Adders | 41.0% |
| CTS buffer count | 3 |
| Worst hold endpoint | u_loop_filter.gain_reg[15] |
| Chip Width | 130 um |
| Final hold viol count | 0 |
| Layout cells sized above 1 | 3.66% |
| Drt first pass iters | 4 |
| And+or+nand+nor area frac | 18.8% |
| CTS Buffer Depth | 2 |
| DIE AREA | 16900 um^2 |
| Headroom to the max-slew limit | 36.9% |
| Initial Util | 51.4% |
| CP Class | input port to flop |
| Type of origin of the critical path | input port |
| Diode count | 0 |
| WHS | 0.685 ns |
| Async set-reset flop share out of synthesis | 100% |
| Largest fanout on the critical path | 24 |
| Post-synth seq share | 4.90% |
| Initial DRC count | 223 |
| Gr ovfl total | 0 |
| Synth mux share | 3.73% |
| MaxCap Viol Count | 0 |
| Max FFs per register | 16 |
| FF-to-FF setup slack | 11.61 ns |
| Hold_sp | u_loop_filter.gain_reg[15] |
| Avg Inst Size Synth | 8.40 um^2 |
| Pin count of the biggest net entering global routing | 25 |
| Cell count after synthesis | 976 |
| Cycle use final | 75.4% |
| Area leader, netlist | ha_1 |
| CTS root buf | clkbuf_16 |
| Worst path required time | 26.33 ns |
| Top-area cell share | 24.4% |
| Top Layout Cells | 160 x ha_1, 135 x inv_1, 68 x xnor2_1, 68 x fa_1, 67 x and2_1 |
| Status | finished clean |
| AND-OR/OR-AND Cells, Area Fraction | 13.8% |
| Main synth FF type | dfrtp_1 |
| Measured slew at the worst slew-check pin | 0.934 ns |
| Vias/cell | 5.34 |
| Post-layout min period | 19.74 ns |
| Detailed Place HPWL | 16.3 mm |
| R2R depth | 53 |
| Htree depth | 1 |
| Fmax achieved | 50.6 MHz |
| Most common logic cell in the routed design | ha_1 |
| Drt total wl | 18.8 mm |
| Final setup violation count | 0 |
| Worst setup EP type | flop |
| Biggest area cells | ha_1 24%, fa_1 17%, xnor2_1 7.3%, inv_1 6.2%, and2_1 5.1% |
| Worst skew pair latency | 0.24 ns |
| Global-route wire length before repair | 31.3 mm |
| PortBufs | 41 |
| Synth Warn # | 5 |
| Area of the core | 15900 um^2 |
| Yosys stat chip area | 8190 um^2 |
==> cells in the mapped netlist, types with 3 or more instances <==
| cell | instances |
|---|---|
| inv_1 | 135 |
| fa_1 | 68 |
| o21a_1 | 17 |
| mux2_2 | 4 |
| a21o_1 | 14 |
| nor2b_1 | 12 |
| nor2_1 | 57 |
| o21bai_1 | 12 |
| and3_1 | 4 |
| o22ai_1 | 4 |
| and2_1 | 67 |
| nor3_1 | 20 |
| ha_1 | 160 |
| clkbuf_1 | 11 |
| mux2_4 | 4 |
| or2_2 | 4 |
| dfrtp_1 | 15 |
| nand2_1 | 58 |
| nor4_1 | 3 |
| xor2_1 | 29 |
| o211ai_1 | 3 |
| nand3_1 | 13 |
| o31ai_1 | 3 |
| nand4_1 | 7 |
| nand3b_1 | 3 |
| nand2b_1 | 18 |
| xnor2_1 | 68 |
| a211oi_1 | 4 |
| mux2i_1 | 20 |
| a21oi_1 | 59 |
| or3_1 | 8 |
| o21ai_0 | 22 |
==> worst max-delay path by stage <==
stage                 slack [ns]                         end      start
after CTS                   6.51  u_loop_filter.gain_reg[15]  x_i_in[2]
after global routing        5.28  u_loop_filter.gain_reg[15]  x_i_in[2]
final                       6.46  u_loop_filter.gain_reg[15]  x_i_in[2]
==> through the flow <==
step                      instances  cell area, um^2  worst slack (ns)  utilization (%)
after floorplan                 976             8190              7.77                -
after global placement         1223             8830              6.34             55.4
after detailed placement       1223             8830              6.28             55.4
after CTS                      1227             8910              6.51             55.9
after global routing           1227             8910              5.28             55.9
final                          1227             8910              6.46             55.9
==> cell families after synthesis <==
logic type	Yosys count
adder cells (fa/ha/maj)	228
XOR/XNOR	98
buffers and inverters	150
flip-flops	16
AND-OR/OR-AND	167
multiplexers	28
AND/OR/NAND/NOR	289
==> metal layers <==
metal  global-route usage (%)  vias up  wire length [um]
li1                         -     3386                 -
met1                     37.4     3044              9190
met2                     40.3      113              8690
met3                     2.21       12               646
met4                     3.21        0               272
met5                        0        -                 0
==> critical path, delay by kind of cell <==
kind,cells,cell delay (ns)
fa+ha+maj,13,5.00
buf+inv,4,0.90
mux,2,0.79
simple gates,12,3.39
xor+xnor,4,0.68
compound gates,19,3.83
==> final cells by class <==
type	count	area [um^2]
inverters	137	514
repair buffers	44	433
clock buffers	4	78.8
flip-flops and latches	16	402
well taps	216	270
multi-input cells	810	7210
fillers	1514	7030
